$ cat flow/design.v
module ALU(inA, inB, ALUcontrol, ALUresult, isZero);
	input [15:0] inA, inB;
	input [2:0] ALUcontrol;
	output [15:0] ALUresult;
	output isZero;
	reg [15:0] ALUresult;
	wire isZero;
	always @(*) begin
		case(ALUcontrol)
			3'b000:  
				ALUresult = inA + inB;
			3'b001:  
				ALUresult = inA - inB;
			3'b010:  
				ALUresult = inA << inB;
			3'b011:  
				ALUresult = inA >> inB;
			3'b100:  
				ALUresult = inA & inB;
			3'b101:  
				ALUresult = inA | inB;
			3'b110:  
				ALUresult = inA ^ inB;
			3'b111:  
				ALUresult = ~inA;
		endcase
	end
	assign isZero = (ALUresult == 16'd0) ? 1 : 0;
endmodule
module ALUcontrolUnit(ALUop, Opcode, ALUcontrol);
	input [1:0] ALUop;
	input [3:0] Opcode;
	output [2:0] ALUcontrol;
	reg [2:0] ALUcontrol;
	wire [5:0] ALUcontrolIn;
	assign ALUcontrolIn = {ALUop, Opcode};
	always @(ALUcontrolIn) begin
		casex (ALUcontrolIn)
			6'b10xxxx: ALUcontrol <= 3'b000;
			6'b01xxxx: ALUcontrol <= 3'b001;
			6'b000010: ALUcontrol <= 3'b000;
			6'b000011: ALUcontrol <= 3'b001;
			6'b000100: ALUcontrol <= 3'b010;
			6'b000101: ALUcontrol <= 3'b011;
			6'b000110: ALUcontrol <= 3'b100;
			6'b000111: ALUcontrol <= 3'b101;
			6'b001000: ALUcontrol <= 3'b110;
			6'b001001: ALUcontrol <= 3'b111;
			6'b11xxxx: ALUcontrol <= 3'b000;
		endcase
	end
endmodule
module ControlUnit(Opcode, ALUop, regDest, regW, ALUsrc, memread, memwrite, memToReg, bne, beq, jump);
	input [3:0] Opcode;
	output reg [1:0] ALUop;
	output reg regDest, regW, ALUsrc, memread, memwrite, memToReg, bne, beq, jump;
	always @(*) begin
		case(Opcode)
			4'b0000: begin  
				ALUop <= 2'b10;
				regDest <= 0;
				regW <= 1;
				ALUsrc <= 1;
				memread <= 1;
				memwrite <= 0;
				memToReg <= 1;
				bne <= 0;
				beq <= 0;
				jump = 0;
			end
			4'b0001: begin  
				ALUop <= 2'b10;
				regDest <= 0;
				regW <= 0;
				ALUsrc <= 1;
				memread <= 0;
				memwrite <= 1;
				memToReg <= 0;
				bne <= 0;
				beq <= 0;
				jump = 0;
			end
			4'b0010: begin  
				ALUop <= 2'b00;
				regDest <= 1;
				regW <= 1;
				ALUsrc <= 0;
				memread <= 0;
				memwrite <= 0;
				memToReg <= 0;
				bne <= 0;
				beq <= 0;
				jump = 0;
			end
			4'b0011: begin  
				ALUop <= 2'b00;
				regDest <= 1;
				regW <= 1;
				ALUsrc <= 0;
				memread <= 0;
				memwrite <= 0;
				memToReg <= 0;
				bne <= 0;
				beq <= 0;
				jump = 0;
			end
			4'b0100: begin  
				ALUop <= 2'b00;
				regDest <= 1;
				regW <= 1;
				ALUsrc <= 0;
				memread <= 0;
				memwrite <= 0;
				memToReg <= 0;
				bne <= 0;
				beq <= 0;
				jump = 0;
			end
			4'b0101: begin  
				ALUop <= 2'b00;
				regDest <= 1;
				regW <= 1;
				ALUsrc <= 0;
				memread <= 0;
				memwrite <= 0;
				memToReg <= 0;
				bne <= 0;
				beq <= 0;
				jump = 0;
			end
			4'b0110: begin  
				ALUop <= 2'b00;
				regDest <= 1;
				regW <= 1;
				ALUsrc <= 0;
				memread <= 0;
				memwrite <= 0;
				memToReg <= 0;
				bne <= 0;
				beq <= 0;
			end
			4'b0111: begin  
				ALUop <= 2'b00;
				regDest <= 1;
				regW <= 1;
				ALUsrc <= 0;
				memread <= 0;
				memwrite <= 0;
				memToReg <= 0;
				bne <= 0;
				beq <= 0;
				jump = 0;
			end
			4'b1000: begin  
				ALUop <= 2'b00;
				regDest <= 1;
				regW <= 1;
				ALUsrc <= 0;
				memread <= 0;
				memwrite <= 0;
				memToReg <= 0;
				bne <= 0;
				beq <= 0;
				jump = 0;
			end
			4'b1001: begin  
				ALUop <= 2'b00;
				regDest <= 1;
				regW <= 1;
				ALUsrc <= 0;
				memread <= 0;
				memwrite <= 0;
				memToReg <= 0;
				bne <= 0;
				beq <= 0;
				jump = 0;
			end
			4'b1010: begin  
				ALUop <= 2'b01;
				regDest <= 0;
				regW <= 0;
				ALUsrc <= 0;
				memread <= 0;
				memwrite <= 0;
				memToReg <= 0;
				bne <= 0;
				beq <= 1;
				jump = 0;
			end
			4'b1011: begin  
				ALUop <= 2'b01;
				regDest <= 0;
				regW <= 0;
				ALUsrc <= 0;
				memread <= 0;
				memwrite <= 0;
				memToReg <= 0;
				bne <= 1;
				beq <= 0;
				jump = 0;
			end
			4'b1100: begin  
				ALUop <= 2'b11;
				regDest <= 0;
				regW <= 0;
				ALUsrc <= 0;
				memread <= 0;
				memwrite <= 0;
				memToReg <= 0;
				bne <= 0;
				beq <= 0;
				jump = 1;
			end
		endcase
	end
endmodule
module DataMemory(clock, address, wdata, memwrite, memread, rdata);
	input clock, memwrite, memread;
	input [15:0] address;
	input [15:0] wdata;
	output [15:0] rdata;
	wire [15:0] rdata;
	reg [15:0] dataMem [15:0];
	initial begin
		dataMem[0] = 16'b0000000000000000;
		dataMem[1] = 16'b0000000000000000;
		dataMem[2] = 16'b0000000000000000;
		dataMem[3] = 16'b0000000000000000;
		dataMem[4] = 16'b0000000000000000;
		dataMem[5] = 16'b0000000000000000;
		dataMem[6] = 16'b0000000000000000;
		dataMem[7] = 16'b0000000000000000;
		dataMem[8] = 16'b0000000000000000;
		dataMem[9] = 16'b0000000000000000;
		dataMem[10] = 16'b0000000000000000;
		dataMem[11] = 16'b0000000000000000;
		dataMem[12] = 16'b0000000000000000;
		dataMem[13] = 16'b0000000000000000;
		dataMem[14] = 16'b0000000000000000;
		dataMem[15] = 16'b0000000000000000;
	end
	always @(posedge clock) begin
		if(memwrite) begin
			dataMem[address] <= wdata;
		end
	end
	assign rdata = (memread) ? dataMem[address] : 16'd0;
endmodule
module InstructionMemory(PC, instruction);
	input [15:0] PC;
	output [15:0] instruction;
	wire [15:0] instruction;
	wire [3:0] address = PC[3:0];
	reg [15:0] instructionSet [15:0];
	initial begin
		instructionSet[0] = 16'b0011110010000000;  
		instructionSet[1] = 16'b0001101000000000;  
		instructionSet[2] = 16'b0000100010000001;	 
		instructionSet[3] = 16'b1010100010000010;	 
		instructionSet[4] = 16'b0010110010000000;
		instructionSet[5] = 16'b0010110010000000;
		instructionSet[6] = 16'b0010111010000000;  
		instructionSet[7] = 16'b1100000000000100;  
		instructionSet[8] = 16'b0010110010000000;
		instructionSet[9] = 16'b0010110010000000;
		instructionSet[10] = 16'b0010110010000000;
		instructionSet[11] = 16'b0010110010000000;
		instructionSet[12] = 16'b0010110010000000;
		instructionSet[13] = 16'b0010110010000000;
		instructionSet[14] = 16'b0010110010000000;
		instructionSet[15] = 16'b0010110010000000;
	end
	assign instruction = instructionSet[address];
endmodule
module MicroProcessor(clock, clockPC, clr, ALUresult, PC, inst, rdata1, rdata2, memToRegData, dataMemRead);
	input clock, clockPC, clr;
	output [15:0] ALUresult, PC, inst, rdata1, rdata2, memToRegData, dataMemRead;
	wire [15:0] PC;
	wire PCsrc;
	wire regDest, regW, ALUsrc, memread, memwrite, memToReg, bne, beq, jump;
	wire [1:0] ALUop;
	wire [15:0] inst;
	wire [2:0] rr1, rr2, wr;
	wire [15:0] rdata1, rdata2;
	wire [15:0] immExt;
	wire [15:0] inALU2;
	wire [2:0] ALUcontrol;
	wire [15:0] ALUresult;
	wire isZero;
	wire [15:0] dataMemRead;
	wire [15:0] memToRegData;
	ProgramCounter PrC(.clock(clockPC), .clr(clr), .PCsource(PCsrc), .data(immExt), .PC(PC));
	InstructionMemory IM(.PC(PC), .instruction(inst));
	ControlUnit CU(.Opcode(inst[15:12]), .ALUop(ALUop), .regDest(regDest), .regW(regW)
	, .ALUsrc(ALUsrc), .memread(memread), .memwrite(memwrite)
	, .memToReg(memToReg), .bne(bne), .beq(beq), .jump(jump));
	assign rr1 = inst[11:9];
	assign rr2 = inst[8:6];
	assign wr = (regDest == 1) ? inst[5:3] : inst[8:6];
	RegFile RF(.clock(clock), .rr1(rr1), .rr2(rr2), .wr(wr), .regW(regW), .dataW(memToRegData), .read1(rdata1), .read2(rdata2));
	assign immExt = (jump == 1) ? {{4{inst[11]}},inst[11:0]} : {{10{inst[5]}},inst[5:0]};
	assign inALU2 = (ALUsrc == 1) ? immExt : rdata2;
	ALUcontrolUnit ACU(.ALUop(ALUop), .Opcode(inst[15:12]), .ALUcontrol(ALUcontrol));
	ALU AL(.inA(rdata1), .inB(inALU2), .ALUcontrol(ALUcontrol), .ALUresult(ALUresult), .isZero(isZero));
	assign PCsrc = (isZero & beq) | (~isZero & bne) | jump;
	DataMemory DM(.clock(clock), .address(ALUresult), .wdata(rdata2), .memwrite(memwrite), .memread(memread), .rdata(dataMemRead));
	assign memToRegData = (memToReg == 1)  ? dataMemRead : ALUresult; 
endmodule
module ProgramCounter(clock, clr, PCsource, data, PC);
	input clock, clr, PCsource;
	input [15:0] data;
	output [15:0] PC;
	reg [15:0] PC;
	always @(posedge clock) begin 
		if(clr == 1) begin
			PC <= 16'd0;
		end
		else begin
			if(PCsource) begin
				PC <= PC + 1 + data;
			end
			else begin
				PC <= PC + 1;
			end
		end
	end
endmodule
module RegFile(clock, rr1, rr2, wr, regW, dataW, read1, read2);
	input clock;
	input [2:0] rr1, rr2, wr;
	input regW;
	input [15:0]dataW;
	output [15:0] read1, read2;
	wire [15:0] read1, read2;
	reg [15:0] rf [7:0];  
	initial begin 
		rf[0] = 16'b0000000000000000;
		rf[1] = 16'b0000000000000001;
		rf[2] = 16'b0000000000000010;
		rf[3] = 16'b0000000000000011;
		rf[4] = 16'b0000000000000100;
		rf[5] = 16'b0000000000000101;
		rf[6] = 16'b0000000000000110;
		rf[7] = 16'b0000000000000111;
	end
	always @ (posedge clock) begin
		if(regW == 1) begin
			rf[wr] <= dataW; 
		end
	end
	assign read1 = rf[rr1];
	assign read2 = rf[rr2];
endmodule
$ cat flow/run.sh
#!/bin/bash
# OpenROAD 26Q1-2900-gdf79404cd8, Yosys 0.63+post, stock flow scripts
make -C /OpenROAD-flow-scripts/flow DESIGN_CONFIG=/design/flow/config.mk WORK_HOME=/design/flow/orfs finish
$ cat flow/config.mk
export PLATFORM = sky130hd
export DESIGN_NAME = MicroProcessor
export DESIGN_NICKNAME = MicroProcessor
export VERILOG_FILES = /design/flow/design.v
export SDC_FILE = /design/flow/constraint.sdc
export NUM_CORES = 4
export LEC_CHECK = 1
export CORE_UTILIZATION = 30
$ cat flow/constraint.sdc
current_design MicroProcessor

set clk_period 14.3
set clk_io_pct 0.2

create_clock -name clk0 -period $clk_period [get_ports {clock}]
create_clock -name clk1 -period $clk_period [get_ports {clockPC}]

set non_clock_inputs [all_inputs -no_clocks]
set_input_delay [expr $clk_period * $clk_io_pct] -clock clk0 $non_clock_inputs
set_output_delay [expr $clk_period * $clk_io_pct] -clock clk0 [all_outputs]
==> notes.md <==
fresh numbers from the pnr run: status completed, depth of the worst register-to-register path 28, endpoints left unconstrained 13, standby leakage power 7.82 nW, measured slew at the worst slew-check pin 0.948 ns, worst setup slack before clock tree synthesis 4.01 ns, hold buffers post-CTS 0, Total Routed Length 58800 microns, number of cells traversed by the worst hold path 2, type of the tightest min-delay check flip-flop to flip-flop, total number of placement rows 90, distinct cell type count after synthesis 93, post-route total power around 2.8 mW, hold violation total from the final report 0, initial core utilization 30.3%, setup slack of the worst register-to-register path 5.95 ns, Mapped Area 0.0183 sq mm, cell total after placement 2525, arrival time reported for the critical path endpoint 7.78 ns, maximum vdd ir drop 0.0000779 V, clock edge transition at the registers on the reported setup and hold paths 0.06 ns, Top-area cell share between 40% and 50%, Hold Crit Endpoint inst[0], height of the chip 249 microns, average detailed-routed wire length per instance 22.8 microns, Top cell excl fill/tap edfxtp_1, grt total ovfl 0, number of search-and-repair iterations in the first detailed-routing pass 6, yosys-reported design area after synthesis 0.0183 sq mm, All-Layer GR Usage roughly a fifth, antenna cell count 0, area of the chip 0.0619 sq mm, number of nets with antenna violations after detailed routing 0, chip width 249 microns, most common logic cells in the final layout 288 x edfxtp_1, 285 x nand2_1, 108 x clkdlybuf4s50_1, 83 x nor2_1, 68 x ha_1, setup repair after global routing missed its margin no, setup slack of the critical path after layout 3.66 ns, initial detailed-routing violation count 1224, DRC 0, total tool warning count approximately 53, post-synthesis to final-layout area growth 15.9%, Finish-stage setup viols 0, Final Instance Count excl. Fillers 2580, cells in synth_stat.txt 1699, nature of the critical path endpoint output port, Slowest cell on crit path clkinv_2, fraction of final layout cells sized beyond drive strength 1 roughly a tenth, Async SR Flop Fraction 0%, worst r2r src inst[7], dominant register cell in the synthesized netlist edfxtp_1, final number of max-transition violations 0, source of the worst hold timing path PrC.PC[0], Fin Setup TNS 0 ns, ports placed on the boundary 115, flip-flops with a built-in enable approximately 290, crit path launch type flip-flop, Power per Cell Area 132 mW/mm^2, via count about 14000, final design utilization a little over a third, cells taking the most area after synthesis edfxtp_1 47%, nand2_1 5.9%, ha_1 4.7%, Critical Path, Cell by Cell buf_4, mux2i_4, inv_2, o21ai_4, buf_4, inv_2, ha_1, fa_1, nand2_1, o21ai_0, o31ai_1, a311oi_4, buf_4, clkinv_2, buf_4, mux2i_1, nand2_1, a311oi_1, a311oi_1, o21bai_1, clkdlybuf4s50_1, number of global-route vias before repair 14015, ys flops 327, Resized cells post-CTS 0, library cell with the largest summed area after synthesis edfxtp_1, gp weighted congestion 0.979, number of register pins that no clock reaches 13, number of filler cells placed in the layout 5787, end of the worst register-to-register path inst[7], count of buffer and inverter cells on the critical path 8, most used cell, CP buf_4, post-route clock skew 0.00904 ns, type of the setup path with the least slack flip-flop to output port, count of input and output buffers 108, Post-CTS Setup Bufs 0, Vias/cell about 5.5, synthesized instance count 1699, DP Wirelength roughly 42000 microns, average footprint of a synthesized cell 10.8 sq um, pin count of the biggest net entering global routing 119, remaining max-slew budget at the tightest pin 35.0%, Worst path top cell family by delay buffers and inverters, wire length of the first global-routing pass 89200 microns, worst-path maximum fanout 54, standard cell core area between 0.06 and 0.07 sq mm, antenna violations before repair 1, number of maximum-capacitance constraint violations 0, clock tree from TritonCTS yes, instance count on the critical path 21, Crit path largest cell delay 0.72 ns, data required time at the worst endpoint 11.44 ns, synthesis warning total 7
==> sequential cells by signal, indices dropped and copies added, names as in the netlist <==
| name | flops |
|---|---|
| CU.ALUsrc | 1 |
| CU.regW | 1 |
| CU.beq | 1 |
| CU.memread | 1 |
| CU.jump | 1 |
| CU.memwrite | 1 |
| CU.regDest | 1 |
| inst | 10 |
| PrC.PC | 16 |
| CU.bne | 1 |
| CU.ALUop | 2 |
| ACU.ALUcontrol | 3 |
| RF.rf | 32 |
| DM.dataMem | 256 |
==> cell type report <==
class | instances | area, sq um | share of cell area (%)
well taps | 782 | 978 | 4.62
multi-input cells | 1189 | 8180 | 38.7
inverters | 70 | 265 | 1.25
clock buffers | 41 | 845 | 3.99
flip-flops and latches | 327 | 9360 | 44.2
repair buffers | 157 | 1460 | 6.90
clock inverters | 14 | 70.1 | 0.331
==> synth_stat cells (5+ instances only) <==
cell type	number
o211ai_1	17
a21oi_1	38
or2_2	5
ha_1	68
nor2_1	99
a311oi_1	46
a211oi_1	31
mux4_2	5
nor3_1	29
o21a_1	12
buf_4	14
and3_1	55
nand3_1	31
and2_1	15
mux2i_1	67
clkbuf_1	64
o21ai_1	6
inv_1	60
xor2_1	16
mux2_2	26
nand2_1	285
nand2b_1	15
buf_1	12
o22ai_1	10
inv_2	9
o21ai_0	41
xnor2_1	35
a311o_1	33
nor2b_1	13
a221oi_1	6
o21bai_1	13
dlxtn_1	13
edfxtp_1	288
o2111ai_1	8
buf_2	24
dfxtp_1	26
a22oi_1	15
a31oi_1	12
o31ai_1	9
a2111oi_0	7
a211o_1	9
o211a_1	5
a21o_1	19
==> cells by family (layout without fill, tap and decap cells) <==
logic type | count (synthesis) | after routing | synth area share [%]
simple gates | 577 | 577 | 14.3
compound gates | 380 | 380 | 16.0
flops | 314 | 314 | 50.2
buf+inv | 187 | 282 | 4.42
mux | 106 | 106 | 6.59
fa+ha+maj | 70 | 70 | 4.88
xor+xnor | 51 | 51 | 2.45
latches | 13 | 13 | 1.07
other cells | 1 | 5 | 0.0205
==> worst max path at each step <==
stage | slack (ns) | from | endpoint
after CTS | 3.69 | inst[7] | memToRegData[2]
after global routing | 3.11 | inst[7] | memToRegData[1]
final | 3.66 | inst[7] | memToRegData[1]
==> power breakdown <==
| group | leakage, nW | internal (mW) | switching, mW |
|---|---|---|---|
| sequential | 2.93 | 1.09 | 0.0220 |
| combinational | 4.44 | 0.347 | 0.597 |
| clock | 0.449 | 0.413 | 0.327 |
| total | 7.82 | 1.85 | 0.946 |
==> metal layers <==
metal	global-route usage (%)	wire length (microns)
met1	26.9	23800
met2	30.8	27500
met3	6.37	5270
met4	6.23	2220
met5	0	0
==> worst register-to-register path, delay by kind of cell, from the launching register on <==
kind / cells / cell delay, ns
and+or+nand+nor: 10 / 2.94
AOI/OAI and AO/OA: 8 / 1.90
muxes: 3 / 1.23
buffers and inverters: 3 / 0.91
adders and majority gates: 2 / 0.60
DFF: 1 / 0.31
xor gates and xnor gates: 2 / 0.30
==> metrics by stage <==
stage,area (sq um),hold WS [ns]
floorplan,18300,0.508
CTS,21200,0.584
detailed placement,20300,0.574
global placement,20300,0.567
global route,21200,0.603
finish,21200,0.578
No activity file was given, so power comes from the tool's default toggle rates.
