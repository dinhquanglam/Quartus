--- config.mk ---
export PLATFORM = sky130hd
export DESIGN_NAME = den_gt
export DESIGN_NICKNAME = den_gt
export VERILOG_FILES = /design/flow/design.v
export SDC_FILE = /design/flow/constraint.sdc
export NUM_CORES = 4
export LEC_CHECK = 1
export CORE_UTILIZATION = 30
--- design.v ---
module den_gt 
	(
		input clk, 
		input reset,  
		output reg [5:0] light
	);
parameter 
	IDLE = 3'b000,  
	S0 = 3'b100,  
	S1 = 3'b101,  
	S2 = 3'b110,  
	S3 = 3'b111;  
wire clk_enable;  
reg [3:0] current_state, next_state;
reg yellow_count = 0, green_count = 0;  
reg yellow = 0, green = 0;  
reg [27:0] count_delay = 0, count_reg = 0 ;
always @ ( posedge clk )
	begin
		if ( ~reset )
			current_state <= IDLE;
		else
			current_state <= next_state;
	end
always @ (*)
	begin	
		case ( current_state )
			IDLE : begin  
					light = 6'b010010;
					yellow_count = 0;
					green_count = 0;
					if (reset) next_state <= S0;
					else next_state <= IDLE;
				end
			S0 : begin  
					yellow_count = 0;
					green_count = 1;
					light = 6'b100001;
				if ( green ) next_state = S1;
				else next_state = S0;
				end
			S1 : begin  
					light = 6'b010001;
					yellow_count = 1;
					green_count = 0;
				if ( yellow ) next_state = S2;
				else next_state = S1;
				end
			S2 : begin  
					light = 6'b001100;
					yellow_count = 0;
					green_count = 1;
				if ( green ) next_state = S3; 
				else next_state = S2;
				end
			S3 : begin  
					light = 6'b001010;
					yellow_count = 1;
					green_count = 0;
				if ( yellow ) next_state = S0;
				else next_state = S3;
				end
			default : next_state = IDLE;
		endcase
	end
always @ ( posedge clk ) 
	begin
		if ( clk_enable == 1 ) 
			begin
				if ( yellow_count || green_count )
				count_delay <= count_delay + 1;
				if (( count_delay == 1 )&& yellow_count ) 
					begin
						yellow = 1;
						green = 0;
						count_delay <= 0;
					end
				else if ((count_delay == 2 )&& green_count )
					begin
						yellow = 0;
						green = 1;
						count_delay <= 0;
					end
				else 
					begin
						yellow = 0;
						green = 0;
					end
				end
			end
always @ ( posedge clk )
	begin	
		count_reg <= count_reg + 1;
		if ( count_reg == 2 )  
		count_reg <= 0;
	end 
assign clk_enable = count_reg == 2 ? 1 : 0;
endmodule
--- constraint.sdc ---
current_design den_gt

set clk_period 6.6
set clk_io_pct 0.2

create_clock -name clk0 -period $clk_period [get_ports {clk}]

set non_clock_inputs [all_inputs -no_clocks]
set_input_delay [expr $clk_period * $clk_io_pct] -clock clk0 $non_clock_inputs
set_output_delay [expr $clk_period * $clk_io_pct] -clock clk0 [all_outputs]
--- run.sh ---
#!/bin/bash
# OpenROAD 26Q1-2900-gdf79404cd8, Yosys 0.63+post, stock flow scripts
make -C /OpenROAD-flow-scripts/flow DESIGN_CONFIG=/design/flow/config.mk WORK_HOME=/design/flow/orfs finish
==> changes_impl.md <==
### Implementation results

- Final TNS setup: 0 ns
- Clock latency reported for the late side of the worst-skew pair: around 0.33 ns
- Clock tree from TritonCTS: built
- Endpoint arrival time on the critical path: 2.14 ns
- Area share of the largest cell type after synthesis: 29.3%
- Count of cells along the worst register-to-register path: 7
- Final Hold Vio Count: 0
- DRC viols: 0
- Maximum level of the CTS H-tree: 3
- Diode insertion count for antenna repair: 0
- Worst hold path endpoint: count_reg[0]$_SDFF_PN0_
- Max Cap Violations: 0
- Number of enable flip-flop cells: 30
- Number of placement rows: 36
- Antenna violations before repair: 0
- DRC marker count from the first detailed-route iteration: roughly 90
- I/O pin count: 8
- Most heavily used metal layer in global routing: met1
- Max clock buf depth: 2
- Maximum number of pins on one net before global-route repair: 29
- Met3 usage in global routing: 2.48%
- DP Worst Slack: ~4.4 ns
- Type of the tightest min-delay check: register to register
- Initial Utilization: 31.1%
- Met1 usage: between 15 and 20%
- Cell count after placement: ~420
- Endpoints left unconstrained: 14
- Critical Setup Path Class: register to register
- Max IR drop VDD: around 130 µV
- Post-Route Skew: between 0.008 and 0.009 ns
- Total setup buffers inserted after CTS: 0
- Max Fclk: approximately 0.46 GHz
- Average instance area after synthesis: 11.0 µm²
- Total vias in the final route: roughly 2000
- Unrepaired setup endpoints after global routing: no
- Fraction of final layout cells with drive strength greater than 1: under 10%
- Number of register pins that no clock reaches: 8
- Synth Cell Area: between 3000 and 4000 µm²
- Status: finished, final reports clean
- Clock transition at the registers of the reported paths: ~0.060 ns
- Die Outline Area: ~11000 µm²
- Global placement routability congestion: around 0.80
- Worst flop-to-flop path endpoint: count_delay[6]$_SDFFCE_PP0P_
- Synth Warn #: 1
- Length of the first detailed-routing pass in iterations: 4
- Start point of the worst hold path: count_reg[0]$_SDFF_PN0_
- Most common flop cell mapped by yosys: dfxtp_1
- GRT Util Overall: a little over a tenth
- Worst relative slew slack: ~55%
- Post-synthesis cell count: 280
- Vias in the first global route: 1887
- Final Max-Slew Violation Tally: 0
- Final period util: roughly 33%
- Setup slack on the worst flop-to-flop path: about 4.4 ns
- Leakage power of the design: slightly above 1 nW
- Final core utilization: between 30% and 40%
- Total tool warning count: 28
- Element type at the critical path start: register
- Cell taking the most area after synthesis: edfxtp_1
- Critical Path End Type: register
- Worst Hold Path Cells: 1
- Launch point of the worst reg-to-reg path: count_reg[0]$_SDFF_PN0_
- Post-DP Area: 3300 µm²
- Number of I/O port buffers: 7
- Post-cts repair resize count: 0
- Hold_buf cts: 0
- Count of filler cells inserted in the layout: between 900 and 1000
- Drt wl/cell: between 10 and 15 µm
- Die Span Y: between 100 and 150 µm
- Finish-stage setup viols: 0
- Final wirelength: a little over 5 mm
- HPWL after DPL: ~3.5 mm
- Final antenna-violating net count: 0
- Fin worst setup slack: ~4.4 ns
- Final standard cell count with taps included and fillers excluded: approximately 430
- Chip area line of the yosys report: a little over 3000 µm²
- Power density relative to cell area: between 150 and 200 nW/µm²
- Count leader, synth: xnor2_1
- Async set-or-reset flop fraction in the synthesized netlist: 0%
- Max FO, Critical Path: 28
- Required time of the critical path: 6.59 ns
- Tally of unique sky130hd cells used after synthesis: 32
- Synth flops: approximately 71
- Total cells reported by yosys after synthesis: about 280
- Global-route wire length before repair: 8.68 mm
- Layout Area Growth over Synthesis: 12.5%
- Slew at the pin closest to its max-slew limit: 0.669 ns
- Summed area of non-filler cells in the final layout: between 3000 and 4000 µm²
- CTS Root Cell: clkbuf_8
- Clock buffer count from CTS: 9
- Clock period minus worst slack: 2.15 ns
- Most frequent cells after synthesis: xnor2_1 (44), dfxtp_1 (33), edfxtp_1 (30), nand2_1 (23), nand3_1 (22)
- DR vias/cell: about 4.6
- Core area: slightly below 10000 µm²
- Total congestion overflow: 0
- Global-route track usage on met2: between 15 and 20%
- Largest cells by area: edfxtp_1 (29%), dfxtp_1 (22%), xnor2_1 (13%)
- Overall die width: a little over 100 µm
## cells in the final DEF (no fill, tap or decap), drive strengths merged
master         instances
nand2b                 2
a22oi                  2
or2                    4
nor2                  20
o21bai                 2
nand4                 19
a211oi                 1
and4                   6
xnor2                 44
clkbuf                12
nor3                   8
xor2                   8
a21oi                  3
edfxtp                30
and3                   4
buf                    1
dlxtn                  8
nor4                  17
clkinv                 3
clkdlybuf4s50          7
ha                     5
and2                   2
nor4b                  2
nand3                 22
inv                   10
clkinvlp               1
nand2                 23
dfxtp                 33
o21a                   1
## how the worst max path moves through the flow
| stage | from | to | slack [ns] | cells after the start |
|---|---|---|---|---|
| CTS | count_reg[0]$_SDFF_PN0_ | count_delay[7]$_SDFFCE_PP0P_ | 4.42 | 7 |
| global route | count_reg[0]$_SDFF_PN0_ | count_delay[4]$_SDFFCE_PP0P_ | 4.17 | 7 |
| finish | count_reg[0]$_SDFF_PN0_ | count_delay[6]$_SDFFCE_PP0P_ | 4.45 | 7 |
## layer usage
layer	up-vias	share of wire (%)
met5	-	0
met4	0	1.0
met3	5	2.4
met2	14	47
met1	947	50
li1	1037	-
## critical path: stages, from the launching register on
cell and delay [ns]:
dfxtp_1 0.34, inv_1 0.06, ha_1 0.13, nor4b_1 0.26, nand4_1 0.13, nor2_1 0.37, o21a_1 0.18, buf_4 0.33
## kinds of logic after synthesis
family / count (synthesis) / share of synthesized area [%]
AND/OR/NAND/NOR: 129 / 24.6
buffers and inverters: 14 / 1.79
adder cells (fa/ha/maj): 5 / 2.04
flip-flops: 63 / 50.9
latches: 8 / 3.91
XOR/XNOR: 52 / 14.8
AND-OR/OR-AND: 9 / 1.96
## metrics by stage
step / hold WS, ns / power [mW]
finish: 0.470 / 0.690
global route: 0.474 / 0.719
CTS: 0.465 / 0.704
detailed placement: 0.450 / 0.428
global placement: 0.442 / 0.428
floorplan: 0.430 / 0.425
## power breakdown
group / total, mW / switching [mW] / leakage [nW] / internal [mW]
combinational: 0.00666 / 0.00270 / 0.453 / 0.00396
sequential: 0.412 / 0.00148 / 0.506 / 0.411
clock: 0.271 / 0.136 / 0.0801 / 0.135
## layout make-up
type	count	area [µm²]	area share [%]
sequential	71	1680	48.7
multi-input combinational	195	1330	38.6
tap	133	166	4.82
clock buffer	12	135	3.91
timing repair buffer	8	77.6	2.25
inverter	10	37.5	1.09
clock inverter	4	22.5	0.652
Power is estimated from default activity; no workload was simulated.
