**/design/flow/design.v**
```verilog
module timer_counter
	(
		input clk,  
		input start,  
		input reset,  
		input direction, 
		output reg [6:0] digit_units,  
		output reg [6:0] digit_tens  
	);
wire second_ena;  
reg [10:0] count_1s = 0;  
reg [10:0] count_units = 0;
reg [10:0] count_tens = 0; 
always @ ( posedge clk ) 
	begin
		if ( start == 0 || reset == 1 ) begin
				count_units = 0;
				count_tens = 0; end
		else if ( start == 1 && direction == 1 && reset == 0 ) begin
			if	( second_ena == 1 ) begin  
				count_units = count_units + 1;
				if ( count_units == 10 ) begin
					count_units = 0;
					count_tens = count_tens + 1; end
		end
		end  
		else if ( start == 1 && direction == 0 && reset == 0 ) begin
			if	( second_ena == 1 ) begin  
				count_units = count_units - 1;
				if ( count_units == 0 ) begin
					count_units = 9;
					count_tens = count_tens - 1; end
		end
	end  
		case ( count_units ) 
				0: digit_units = 7'b1111110;
            1: digit_units = 7'b0110000;
            2: digit_units = 7'b1101101;
            3: digit_units = 7'b1111001;
            4: digit_units = 7'b0110011;
            5: digit_units = 7'b1011011;
            6: digit_units = 7'b1011111;
            7: digit_units = 7'b1110000;
            8: digit_units = 7'b1111111;
            9: digit_units = 7'b1111011;
				default : digit_units = 7'b1111110;
		endcase
		case ( count_tens )
		      0: digit_tens = 7'b1111110;
            1: digit_tens = 7'b0110000;
            2: digit_tens = 7'b1101101;
            3: digit_tens = 7'b1111001;
            4: digit_tens = 7'b0110011;
            5: digit_tens = 7'b1011011;
            6: digit_tens = 7'b1011111;
            7: digit_tens = 7'b1110000;
            8: digit_tens = 7'b1111111;
            9: digit_tens = 7'b1111011;
				default : digit_tens = 7'b1111110;
		endcase
	end
always @ ( posedge clk ) 
	begin
		count_1s <= count_1s + 1;
		if ( count_1s == 2 )  
			count_1s <= 0;
		end
assign second_ena = count_1s == 2 ? 1: 0;
endmodule
```
**/design/flow/config.mk**
```make
export PLATFORM = sky130hd
export DESIGN_NAME = timer_counter
export DESIGN_NICKNAME = timer_counter
export VERILOG_FILES = /design/flow/design.v
export SDC_FILE = /design/flow/constraint.sdc
export NUM_CORES = 4
export LEC_CHECK = 1
export CORE_UTILIZATION = 40
```
**/design/flow/run.sh**
```bash
#!/bin/bash
# OpenROAD 26Q1-2900-gdf79404cd8, Yosys 0.63+post, stock flow scripts
make -C /OpenROAD-flow-scripts/flow DESIGN_CONFIG=/design/flow/config.mk WORK_HOME=/design/flow/orfs finish
```
**/design/flow/constraint.sdc**
```tcl
current_design timer_counter

set clk_period 5.1
set clk_io_pct 0.2

create_clock -name clk0 -period $clk_period [get_ports {clk}]

set non_clock_inputs [all_inputs -no_clocks]
set_input_delay [expr $clk_period * $clk_io_pct] -clock clk0 $non_clock_inputs
set_output_delay [expr $clk_period * $clk_io_pct] -clock clk0 [all_outputs]
```
==> qor.csv <==
metric,value,unit
run_status,completed,
rr_worst_depth,13,
clock_tree_from_tritoncts,yes,
hold_depth,1,
hpwl,5110,um
yosysTopAreaCellShare,0.3062,
groute.usage.overall,0.1903,
dr_total_vias,2735,
finalHoldWorstSlack,0.4734,ns
worst-path-max-fanout,10,
worstHoldPathType,reg -> reg,
netSwitchingPower,0.1874,mW
r2r-start,count_units[1]$_DFF_P_,
hold_start,count_1s[10]$_SDFF_PN0_,
first_pass_grt_wire_length,11720,um
topRoutingLayerUsed,met4,
floorplan.die.height,89.65,um
clk_sinks,47,
leakagePower,1.315,nW
setup-violations-final,0,
antenna_cells,0,
ys_types,66,
internal_portion_of_total_power,0.5278,mW
tritoncts.num_buffers,5,
total_tool_warning_count,37,
rrSetupSlack,0.92,ns
path_clk_slew,0.09,ns
cts_root_buf,sky130_fd_sc_hd__clkbuf_8,
worst_pin_slew,0.7398,ns
die_area,0.008037,mm^2
power_frac_comb,0.131,
layout-area-overhead-vs-synth,9.894,%
core_util_floorplan,0.4192,
met3_length,434,um
rsz0062_at_grt,no,
drt-wirelength-per-cell,14.41,um
synth.area.top_cells,"sky130_fd_sc_hd__dfxtp_1 (31%), sky130_fd_sc_hd__ha_1 (6.9%), sky130_fd_sc_hd__nor2_1 (4.9%), sky130_fd_sc_hd__xnor2_1 (4.0%), sky130_fd_sc_hd__nand2_1 (3.3%)",
clock_tree.htree_level_count,2,
worst_skew_pair.late_latency,0.30,ns
post_drt_via_cell_ratio,5.674,
irDropWorstVdd,0.1212,mV
yosysSeqAreaShare,0.3062,
fin_tns_setup,0,ns
synth_top_flop_cell,sky130_fd_sc_hd__dfxtp_1,
required,5.25,ns
cts_setup_buffers,0,
crit_path_max_incr_delay,0.55,ns
r2r_end,digit_tens[2]$_SDFF_PP1_,
timing_limited_maximum_frequency,0.2391,GHz
slowest_cell_on_crit_path,sky130_fd_sc_hd__or3b_2,
die_span_in_x,89.65,um
p_clk_frac,0.330,
period_used_share,0.8199,
drive_gt1_frac,0.06789,
mappedNetlistArea,0.003073,mm^2
enable_flop_cells,0,
first_global_vias,2308,
detail-route-antenna-nets,0,
clockBufferDepth,2,
holdPathEnd,count_1s[10]$_SDFF_PN0_,
detailedRoute.firstPassIterationCount,5,
floorplan.core_area,0.007331,mm^2
ys_async_sr_fraction,0,
wirelength,6945,um
numSynthFlops,47,
power_per_cell_area,211.8,mW/mm^2
yosysChipArea,0.003073,mm^2
timing.critical_path.cells,inv_1 -> ha_1 -> or3b_2 -> o32ai_1 -> a32o_1 -> and4_1 -> a22o_1 -> nor2_1 -> nor3_1 -> inv_1 -> ha_1 -> a211oi_1 -> o211ai_1,
detail_route.drc_violations,0,
timing.clock.skew,0.01648,ns
met2_wirelength,2832,um
synthCells,381,
maximum_number_of_pins_on_one_net_before_global_route_repair,21,
worst-endpoint-arrival,4.33,ns
path_delay_family,simple AND/OR/NAND/NOR gates,
post_synth_top_area_cell,sky130_fd_sc_hd__dfxtp_1,
placementRows,31,
cts_hold_buf,0,
ys.warnings.count,1,
grt_antenna_before_repair,0,
timing.slew.headroom,0.5005,
syn_area_per_cell,8.065,um^2
worstPathBufferInverterCount,2,
finalWorstPathRequiredPeriod,4.182,ns
yosys_cell_count,381,
max-cap-violations,0,
place.port_buffers,17,
criticalPathCategory,reg -> reg,
power.sequential.fraction,0.540,
gp_congestion,0.8627,
remaining_global_route_overflow,0,
post_cts_resize_count,0,
crit_path_end_kind,register,
finalHoldViolCount,0,
drtIter0Drc,267,
design.portCount,18,
final_max_slew_viol_count,0,
sw_frac_of_total,0.2621,
worst_setup_path_start_kind,register,
wl_met1,3590,um
## cell usage after synthesis (3+ instances only)
library cell	count
sky130_fd_sc_hd__nor4_1	9
sky130_fd_sc_hd__nand2b_1	6
sky130_fd_sc_hd__o21ai_0	11
sky130_fd_sc_hd__nand2_1	27
sky130_fd_sc_hd__clkbuf_1	19
sky130_fd_sc_hd__nand4_1	11
sky130_fd_sc_hd__nand3_1	14
sky130_fd_sc_hd__a21oi_1	15
sky130_fd_sc_hd__nor3_1	15
sky130_fd_sc_hd__a211oi_1	6
sky130_fd_sc_hd__or4_1	6
sky130_fd_sc_hd__or3_1	4
sky130_fd_sc_hd__nor2_1	40
sky130_fd_sc_hd__and3_1	7
sky130_fd_sc_hd__and4_1	3
sky130_fd_sc_hd__buf_2	4
sky130_fd_sc_hd__ha_1	17
sky130_fd_sc_hd__xnor2_1	14
sky130_fd_sc_hd__nor2b_1	3
sky130_fd_sc_hd__inv_1	17
sky130_fd_sc_hd__mux2i_1	5
sky130_fd_sc_hd__xor2_1	7
sky130_fd_sc_hd__and2_1	6
sky130_fd_sc_hd__dfxtp_1	47
sky130_fd_sc_hd__o211ai_1	5
sky130_fd_sc_hd__a211o_1	5
sky130_fd_sc_hd__a31oi_1	6
## cell usage in the layout (no fill, tap or decap), types with 7 or more instances in the layout
cell type	instances
sky130_fd_sc_hd__dfxtp_1	47
sky130_fd_sc_hd__nor2_1	40
sky130_fd_sc_hd__nand2_1	27
sky130_fd_sc_hd__inv_1	17
sky130_fd_sc_hd__ha_1	17
sky130_fd_sc_hd__clkdlybuf4s50_1	17
sky130_fd_sc_hd__nor3_1	15
sky130_fd_sc_hd__a21oi_1	15
sky130_fd_sc_hd__nand3_1	14
sky130_fd_sc_hd__xnor2_1	14
sky130_fd_sc_hd__nand4_1	11
sky130_fd_sc_hd__o21ai_0	11
sky130_fd_sc_hd__nor4_1	9
sky130_fd_sc_hd__and3_1	7
sky130_fd_sc_hd__xor2_1	7
## per-layer routing
| metal | global-route usage | vias to the layer above |
|---|---|---|
| met5 | 0 | - |
| met4 | 0.02020 | 0 |
| met3 | 0.02595 | 10 |
| met2 | 0.2603 | 91 |
| met1 | 0.3304 | 1247 |
| li1 | - | 1387 |
## worst max path at each step
stage | from | endpoint | cells after the start
4_1_cts | count_units[1]$_DFF_P_ | digit_tens[3]$_SDFF_PP1_ | 13
5_1_grt | count_units[0]$_DFF_P_ | digit_tens[0]$_SDFF_PP0_ | 14
6_report | count_units[1]$_DFF_P_ | digit_tens[2]$_SDFF_PP1_ | 13
## power groups by stage
stage	registers (mW)	logic, mW	clock network, mW
5_1_grt	0.387	0.104	0.260
4_1_cts	0.385	0.0932	0.245
6_report	0.386	0.0935	0.236
## metrics by stage
| step | worst slack (ns) | instance area [um^2] | power (mW) | util | std cells |
|---|---|---|---|---|---|
| 3_3_place_gp | 0.8782 | 3282 | 0.4869 | 0.4477 | 474 |
| 4_1_cts | 0.9939 | 3377 | 0.7233 | 0.4607 | 482 |
| 5_1_grt | 0.7062 | 3377 | 0.7511 | 0.4607 | 482 |
| 3_5_place_dp | 0.8483 | 3282 | 0.4861 | 0.4477 | 474 |
| 6_report | 0.9183 | 3377 | 0.7152 | 0.4607 | 482 |
| 2_1_floorplan | 1.364 | 3073 | 0.4600 | - | 381 |
## final cells by class
type / instances / area [um^2]
fillers: 724 / 3954
multi-input cells: 290 / 1953
flip-flops and latches: 47 / 940.9
repair buffers: 21 / 200.2
well taps: 99 / 123.9
clock buffers: 7 / 86.33
inverters: 17 / 63.81
clock inverters: 1 / 8.758
## flip-flops by register name, indices dropped and copies added (netlist names)
signal / count
count_tens: 11
digit_tens: 7
digit_units: 7
count_units: 11
count_1s: 11
## kinds of logic after synthesis
family / share of synthesized area
mux: 0.02362
fa+ha+maj: 0.06922
compound gates: 0.1787
flops: 0.3062
buf+inv: 0.05822
simple gates: 0.3042
xor+xnor: 0.05985
Power figures rest on the tool's default switching activity, not on a simulated workload.
